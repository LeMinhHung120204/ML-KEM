==> /design/flow/design.v <==
module csa #(
    parameter WIDTH = 32
)(
	input  [WIDTH - 1:0] x, y, z,
	output [WIDTH - 1:0] sum, carry
);
	wire [WIDTH - 1:0] carry_stage;
	genvar i;
	generate
		for (i = 0; i < WIDTH; i = i + 1) begin : CSA_STAGE
			fulladder fa (
				.a(x[i]),
				.b(y[i]),
				.cin(z[i]),
				.sum(sum[i]),
				.carry(carry_stage[i])
			);
		end
	endgenerate
    assign carry = {carry_stage[30:0], 1'b0};
endmodule
module fulladder (
	input a, b, cin,
	output sum, carry
);
	assign {carry, sum} = a + b + cin;
endmodule
==> /design/flow/run.sh <==
#!/bin/bash
# OpenROAD 26Q1-2900-gdf79404cd8, Yosys 0.63+post, stock flow scripts
make -C /OpenROAD-flow-scripts/flow DESIGN_CONFIG=/design/flow/config.mk WORK_HOME=/design/flow/orfs finish
==> /design/flow/config.mk <==
export PLATFORM = sky130hd
export DESIGN_NAME = csa
export DESIGN_NICKNAME = csa
export VERILOG_FILES = /design/flow/design.v
export SDC_FILE = /design/flow/constraint.sdc
export NUM_CORES = 4
export LEC_CHECK = 1
export CORE_AREA = 10 10 114 114
export DIE_AREA = 0 0 124 124
==> /design/flow/constraint.sdc <==
current_design csa

set clk_period 1.2
set clk_io_pct 0.2

create_clock -name clk0 -period $clk_period

set non_clock_inputs [all_inputs -no_clocks]
set_input_delay [expr $clk_period * $clk_io_pct] -clock clk0 $non_clock_inputs
set_output_delay [expr $clk_period * $clk_io_pct] -clock clk0 [all_outputs]
==> summary.txt <==
impl run done, here's what came out: Mapped Area 1130 µm², aggregate global routing overflow 0, tool warnings 34, hold wc startpoint y[20], CLK BUF 0, Die Ht 124 µm, Design Area, Final 2080 µm², maximum VDD drop 71.0 µV, vias in the first global route 1069, floorplan core density 10.8%, Net Sw Frac 30.2%, Crit Path Class input port to output pin, Fmax 811 MHz, outcome finished, violations left, startpoint types input port, critical path peak fanout 1, number of diodes 0, core footprint 10400 µm², Pwr per Cell Area 328 nW/µm², Avg Vias per Cell 2.92, initial antenna violation count 0, combinational power share 100.0%, routed len/inst 14.0 µm, Hold Buf Count CTS 0, DRC errors left 0, max-slew violation count 0, DPL Wire Length 4.47 mm, crit path max-delay cell type fa_2, input/output buffers 159, flip-flops 0, crit path DRT 960 ps, sequential share of power 0%, CP Launch Point y[16], HP Class input port to output pin, arrival time worst endpoint 990 ps, I/O pin total 160, Yosys Instances 97, Pleak 0.991 nW, Post-Synthesis Cells 97, final hold vios 0, largest net degree at the start of global routing 2, slack of the critical path -32.9 ps, Design Power 0.000682 W, Int Pwr 0.000476 W, RSZ-0062 raised after global routing true, CP bufs+invs 2, CP endpoint kind output pin, gr usage total 5.10%, Final ANT Viol Nets 0, number of max-cap violations 0, Clock power frac 0%, area grow syn2layout 84.1%, placed cell area 2410 µm², Synth Seq Share 0%, Synth cell types 4, Psw 0.000206 W, synthesized area per cell 11.6 µm², minimum clock period 1230 ps, die area 15400 µm², First DRT Iteration DRCs 7, failing checks setup timing, crit-path cells buf_6, fa_2, buf_2, Critical Path Max Stage Delay 550 ps, Yosys Chip Area 1130 µm², Ys Warns 0, postcts setup bufs 0, drt first pass iters 4, Final setup viols 13, layout cell share with drive strength beyond 1 74.5%, Die X 124 µm, Placer Congestion 0.790, FF/Latch Area 0 µm², Post-Route WL 4.58 mm, Finished Layout Cells 328, first-pass GRT wire length 6.15 mm, placed cells 328, vias 957, row count 37, crit share post-route 103%, Worst path top cell family by delay adder cells, Finished Core Util 20.0%
==> cell usage in the layout (no fill, tap or decap) <==
| cell type | instances |
|---|---|
| fa_2 | 11 |
| xor3_1 | 1 |
| fa_1 | 20 |
| buf_6 | 50 |
| buf_2 | 76 |
| clkdlybuf4s15_1 | 18 |
| conb_1 | 1 |
| dlygate4sd2_1 | 9 |
| clkbuf_2 | 6 |
==> cell type report <==
type	count	area (µm²)
fillers	1174	8340
multi-input cells	33	676
well taps	136	170
repair buffers	159	1230
==> logic make-up after synthesis <==
logic type,share of synthesized area [%]
xor gates and xnor gates,2.11
adders and majority gates,55.0
buffers and inverters,42.6
other,0.332
==> power groups by stage <==
stage,sequential [W],combinational (W),clock (W)
4_1_cts,0,0.000691,0
5_1_grt,0,0.000794,0
6_report,0,0.000682,0
==> routing by layer <==
metal / global-route usage, % / vias up / routed length, µm
met2: 9.90 / 67 / 2660
met3: 2.53 / 2 / 631
li1: - / 416 / -
met5: 0 / - / 0
met4: 0.144 / 0 / 10
met1: 4.97 / 472 / 1280
==> synthesized netlist by cell type, drive strengths merged <==
cell type | count | area [µm²]
xor3 | 1 | 23.8
conb | 1 | 3.75
buf | 64 | 480
fa | 31 | 621
==> metrics by stage <==
step	hold WS [ps]	setup TNS (ps)	setup WS, ps
after floorplan	682	0	120
after global placement	1470	-40660	-820
after detailed placement	1490	-40960	-823
after CTS	788	-279	-48.3
after global routing	796	-623	-57.8
final	770	-141	-32.9
==> path summary, 6_finish.rpt <==
| check | end | slack [ps] | cells after the start |
|---|---|---|---|
| setup / recovery | sum[16] | -30 | 3 |
| hold / removal | carry[21] | 770 | 3 |
==> repair_timing <==
action                     4_1_cts  5_1_grt
setup endpoints to repair       63       37
gates cloned                     0        0
pin swaps                       32       19
gates resized                  566       27
hold endpoints to repair         0        0
Power is estimated from default activity; no workload was simulated.
